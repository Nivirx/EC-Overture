==> /design/flow/design.v <==
module TC_Counter (clk, rst, save, in, out);
    parameter UUID = 0;
    parameter NAME = "";
    parameter BIT_WIDTH = 8;
    parameter count = 1;
    input clk;
    input rst;
    input save;
    input [BIT_WIDTH-1:0] in;
    output reg [BIT_WIDTH-1:0] out;
    reg [BIT_WIDTH-1:0] value;
    initial begin
        out = {BIT_WIDTH{1'b0}};
        value = {BIT_WIDTH{1'b0}};
    end
    always @ (posedge clk) begin
        if (rst) begin
            out <= {BIT_WIDTH{1'b0}};
            value <= {BIT_WIDTH{1'b0}};
        end else begin
            if (save) begin
                out <= in;
                value <= in + count;
            end else begin
                out <= value;
                value <= value + count;
            end
        end
    end
endmodule
==> /design/flow/run.sh <==
#!/bin/bash
# OpenROAD 26Q1-2900-gdf79404cd8, Yosys 0.63+post, stock flow scripts
make -C /OpenROAD-flow-scripts/flow DESIGN_CONFIG=/design/flow/config.mk WORK_HOME=/design/flow/orfs finish
==> /design/flow/config.mk <==
export PLATFORM = sky130hd
export DESIGN_NAME = TC_Counter
export DESIGN_NICKNAME = TC_Counter
export VERILOG_FILES = /design/flow/design.v
export SDC_FILE = /design/flow/constraint.sdc
export NUM_CORES = 4
export LEC_CHECK = 1
export CORE_AREA = 10 10 75 75
export DIE_AREA = 0 0 85 85
==> /design/flow/constraint.sdc <==
current_design TC_Counter

set clk_period 2.5
set clk_io_pct 0.2

create_clock -name clk0 -period $clk_period [get_ports {clk}]

set non_clock_inputs [all_inputs -no_clocks]
set_input_delay [expr $clk_period * $clk_io_pct] -clock clk0 $non_clock_inputs
set_output_delay [expr $clk_period * $clk_io_pct] -clock clk0 [all_outputs]
==> job_summary.md <==
## PnR job results

| Metric | Value |
|---|---|
| Final Max Slew Viols | `0` |
| Diodes inserted | `0` |
| Switching share of total power | `around 22%` |
| Drt wl/cell | `approximately 10 um` |
| Die ar. | `~7200 sq um` |
| Cell Type Count | `21` |
| Via count of the routed design | `~490` |
| Inserted Clock Buffers | `3` |
| Via/cell ratio | `around 3.6` |
| Clock power share | `37.7%` |
| Post_cts resized | `0` |
| # hold bufs at CTS | `0` |
| I/O Buffers | `18` |
| Io pins | `19` |
| CP max-delay cell | `clkdlybuf4s50_1` |
| Setup TNS | `0 ns` |
| Slew HR | `a little over three fifths` |
| CP Data Required Time | `~2.7 ns` |
| Combinational Power Share | `between 15 and 20%` |
| Crit path max-delay family | `buffers and inverters` |
| Final wirelength | `between 1000 and 1500 um` |
| Floorplan-stage core utilization | `~16%` |
| Yosys warning count | `1` |
| Switching power total | `132 uW` |
| Top cell excl fill/tap | `clkdlybuf4s50_1` |
| Pre-Repair DR Iteration Count | `2` |
| RSZ-0062 raised after global routing | `no` |
| Final setup vio count | `0` |
| Kind of critical path | `input pin to register` |
| Cycle use final | `~78%` |
| Sequential power share | `a little under half` |
| Status | `finished clean` |
| Placed Area | `~880 sq um` |
| Routability cong. | `a little under 0.8` |
| Pwr Total | `~600 uW` |
| Crit path capture type | `register` |
| Lkg Pwr | `0.000379 uW` |
| 1st-iter DRT viols | `41` |
| Die span in y | `around 85 um` |
| Hold Violations, Final | `0` |
| Cell Int Power | `about 470 uW` |
| Fmax | `0.515 GHz` |
| Late-Pin Clk Latency | `0.25 ns` |
| Worst endpoint data arrival time | `approximately 2.1 ns` |
| Yosys chip area | `about 630 sq um` |
| Worst path cell trace | `clkdlybuf4s50_1 > buf_4 > mux2i_2 > nor3_4 > a21o_1 > a21oi_1` |
| Largest net degree at the start of global routing | `17` |
| Layout cell share with drive strength beyond 1 | `about an eighth` |
| Clk slew on worst S/H paths | `0.06 ns` |
| Power Dens Cells | `about 640 nW/um^2` |
| Number of setup buffers added after CTS | `0` |
| Root Buffer Master | `clkbuf_8` |
| Final instance area | `around 940 sq um` |
| Max H-tree Level | `1` |
| Initial antenna violation count | `0` |
| WP buf/inv | `2` |
| FP Rows | `23` |
| Measured slew at the worst slew-check pin | `~0.56 ns` |
| Dpl hpwl | `roughly 1100 um` |
| Residual antenna-violating net count after detailed routing | `0` |
| Mapped Cells | `roughly 63` |
| Placed cells | `132` |
| Worst Hold Class | `register to register` |
| Area delta synth->final | `48.1%` |
| Number of global-route vias before repair | `509` |
| Top cells excl fill/tap | `clkdlybuf4s50_1 (18), dfxtp_1 (16), nor2_1 (13)` |
| OpenROAD warning count | `25` |
| Sink Count | `16` |
| CP Launch Type | `input pin` |
| Synth Area per Inst | `approximately 10 sq um` |
| Ys cells | `about 63` |
| CP peak stage delay | `roughly 0.6 ns` |
| Max VDD drop | `between 0.2 and 0.25 mV` |
| CTS tree | `yes` |
| Clock Path Buffers | `2` |
| Final min period | `around 1.9 ns` |
| Core ar. | `4060 sq um` |
| Clk_skew | `0.00323 ns` |
| Final core occ | `a little under a quarter` |
| Cell Area, Synth | `634 sq um` |
| Die width | `approximately 85 um` |
| Grt total ovfl | `0` |
| CP max FO | `9` |
| Flops & latches, synth | `16` |
| # Max-Cap Violations | `0` |
| GR Util All Layers | `under 10%` |
| Seq share, synth | `roughly half` |
| First-pass GRT wire length | `~2300 um` |
| # DRC | `0` |
| Filler cells | `between 400 and 500` |
| Final cell count without fillers | `about 140` |
==> sequential cells by signal, indices dropped and copies added, names as in the netlist <==
register and cells:
out 8, value 8
==> worst reg2reg max path, stage by stage, from the launching register on <==
cell,delay [ns]
dfxtp_1,0.30
mux2i_1,0.07
inv_1,0.09
ha_1,0.14
inv_1,0.07
a211oi_1,0.30
xor2_1,0.17
nor2_1,0.05
==> power groups by stage <==
| stage | logic [uW] | registers (uW) | clock network (uW) |
|---|---|---|---|
| CTS | 94.1 | 281 | 236 |
| global route | 104 | 283 | 245 |
| finish | 92.5 | 281 | 226 |
==> cell type report <==
class / instances / area [sq um] / share of cell area [%]
timing repair buffer: 21 / 203 / 21.6
clock buffer: 4 / 55.1 / 5.86
tap: 50 / 62.6 / 6.66
inverter: 3 / 11.3 / 1.20
multi-input combinational: 42 / 288 / 30.6
sequential: 16 / 320 / 34.1
==> kinds of logic (layout without fill, tap and decap cells) <==
family                     Yosys count  count (layout)  synth area share (%)
adders and majority gates            1               1                  1.97
AOI/OAI and AO/OA                    7               7                  6.70
xor gates and xnor gates             4               4                  5.52
buffers and inverters                5              28                  4.14
muxes                                8               8                  13.8
DFF                                 16              16                  50.5
and+or+nand+nor                     22              22                  17.4
==> cell usage after synthesis <==
cell      count  area share [%]
a211oi_1      1             1.2
a21o_1        2             2.4
a21oi_1       3             2.4
buf_6         1             1.8
clkbuf_1      1            0.59
dfxtp_1      16              50
ha_1          1             2.0
inv_1         3             1.8
mux2i_1       6             9.5
mux2i_2       2             4.3
nand2_1       1            0.59
nand3_1       3             2.4
nand4_1       1            0.99
nand4b_1      1             1.4
nor2_1       13             7.7
nor2b_1       1            0.99
nor3_1        1            0.79
nor3_4        1             2.6
o21ai_0       1            0.79
xnor2_1       1             1.4
xor2_1        3             4.1
==> routing by layer <==
metal	global-route usage (%)	vias up	share of wire (%)
li1	-	256	-
met1	4.39	219	44
met2	5.93	14	43
met3	2.79	0	13
met4	0.150	0	0
met5	0	-	0
==> metrics by stage <==
step	setup slack (ns)	hold WS, ns
after floorplan	0.877	0.476
after global placement	0.319	0.524
after detailed placement	0.295	0.504
after CTS	0.556	0.539
after global routing	0.427	0.574
final	0.559	0.535
==> final timing paths <==
| check | from | end | slack, ns | cells after the start |
|---|---|---|---|---|
| worst max-delay path | save | value[7] | 0.56 | 6 |
| worst min-delay path | value[7] | out[7] | 0.53 | 2 |
| worst min register to register | value[7] | out[7] | 0.53 | 2 |
| worst max register to register | value[0] | value[6] | 1.19 | 7 |
Power and IR drop assume default switching activity.
